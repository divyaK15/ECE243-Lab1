File: ./design.v
module proc(DIN, Resetn, Clock, Run, Done);
    input [15:0] DIN;
    input Resetn, Clock, Run;
    output Done;
    wire [0:7] R_in;  
    reg [15:0] Sum;
    reg rX_in, IR_in, Done, A_in, G_in, AddSub;
    reg [2:0] Tstep_Q, Tstep_D;
    reg [15:0] BusWires;
    reg [3:0] Sel;  
    wire [2:0] III, rX, rY;  
    wire [15:0] r0, r1, r2, r3, r4, r5, r6, r7, A;
    wire [15:0] G;
    wire [15:0] IR;
    wire Imm;
    assign III = IR[15:13];
    assign Imm = IR[12];
    assign rX = IR[11:9];
    assign rY = IR[2:0];
    dec3to8 decX (rX_in, rX, R_in);  
    parameter T0 = 3'b000, T1 = 3'b001, T2 = 3'b010, T3 = 3'b011;
    always @(Tstep_Q, Run, Done) begin
        case (Tstep_Q)
            T0:  
                if (~Run) Tstep_D = T0;
                else Tstep_D = T1;
            T1: if (Done) Tstep_D = T0;
                else Tstep_D = T2;
            T2: if (Done) Tstep_D = T0;
                else Tstep_D = T3;
            T3:  
                Tstep_D = T0;
        endcase
    end
    parameter mv = 3'b000, mvt = 3'b001, add = 3'b010, sub = 3'b011;
    parameter SEL_r0 = 4'b0000, SEL_r1 = 4'b0001, SEL_r2 = 4'b0010, SEL_r3 = 4'b0011,
        SEL_r4 = 4'b0100, SEL_r5 = 4'b0101, SEL_r6 = 4'b0110, SEL_r7 = 4'b0111, SEL_G = 4'b1000,
        SEL_D   = 4'b1001, SEL_D8   = 4'b1010;
    always @(*) begin
        rX_in = 1'b0; A_in = 1'b0; G_in = 1'b0; AddSub = 1'b0; IR_in = 1'b0; Sel = 4'bxxxx;
        Done = 1'b0;
        case (Tstep_Q)
            T0:  
                IR_in = 1'b1;
            T1:  
                case (III)
                    mv: begin
			if(!Imm) Sel =rY; 
			else Sel = SEL_D;
			rX_in = 1'b1; 
			Done = 1'b1; 
                    end
                    mvt: begin
			Sel = SEL_D8;
			rX_in = 1'b1;
			Done = 1'b1;
                    end
                    add, sub: begin
			Sel = rX;
			A_in = 1'b1;
                    end
                    default: ;
                endcase
            T2:  
                case (III)
                    add: begin
			if (!Imm) Sel = rY;
			else Sel = SEL_D;
			G_in = 1'b1;	
                    end
                    sub: begin
			if(!Imm) Sel = rY;
			else Sel = SEL_D;
			AddSub = 1'b1;
			G_in = 1'b1;
                    end
                    default: ; 
                endcase
            T3:  
                case (III)
                    add, sub: begin
			Sel = SEL_G;
			rX_in = 1'b1;
			Done = 1'b1;
                    end
                    default: ;
                endcase
            default: ;
        endcase
    end   
    always @(posedge Clock)
        if (!Resetn)
            Tstep_Q <= T0;
        else
            Tstep_Q <= Tstep_D;   
    regn reg_0 (BusWires, Resetn, R_in[0], Clock, r0);
    regn reg_1 (BusWires, Resetn, R_in[1], Clock, r1);
    regn reg_2 (BusWires, Resetn, R_in[2], Clock, r2);
    regn reg_3 (BusWires, Resetn, R_in[3], Clock, r3);
    regn reg_4 (BusWires, Resetn, R_in[4], Clock, r4);
    regn reg_5 (BusWires, Resetn, R_in[5], Clock, r5);
    regn reg_6 (BusWires, Resetn, R_in[6], Clock, r6);
    regn reg_7 (BusWires, Resetn, R_in[7], Clock, r7);
    regn reg_A (BusWires, Resetn, A_in, Clock, A);
    regn reg_IR (DIN, Resetn, IR_in, Clock, IR);
    always @(*)
        if (!AddSub)
            Sum = A + BusWires;
        else
            Sum = A + ~BusWires + 16'b1;
    regn reg_G (Sum, Resetn, G_in, Clock, G);
    always @(*)
        case (Sel)
            SEL_r0: BusWires = r0;
            SEL_r1: BusWires = r1;
            SEL_r2: BusWires = r2;
            SEL_r3: BusWires = r3;
            SEL_r4: BusWires = r4;
            SEL_r5: BusWires = r5;
            SEL_r6: BusWires = r6;
            SEL_r7: BusWires = r7;
            SEL_G: BusWires = G;
            SEL_D: BusWires = {{7{IR[8]}}, IR[8:0]};  
            SEL_D8: BusWires = {IR[7:0], 8'b00000000};
            default: BusWires = 16'bxxxxxxxxxxxxxxxx;
        endcase
endmodule
module dec3to8(E, W, Y);
    input E;  
    input [2:0] W;
    output [0:7] Y;
    reg [0:7] Y;
    always @(*)
        if (E == 0)
            Y = 8'b00000000;
        else
            case (W)
                3'b000: Y = 8'b10000000;
                3'b001: Y = 8'b01000000;
                3'b010: Y = 8'b00100000;
                3'b011: Y = 8'b00010000;
                3'b100: Y = 8'b00001000;
                3'b101: Y = 8'b00000100;
                3'b110: Y = 8'b00000010;
                3'b111: Y = 8'b00000001;
            endcase
endmodule
module regn(R, Resetn, Rin, Clock, Q);
    parameter n = 16;
    input [n-1:0] R;
    input Resetn, Rin, Clock;
    output [n-1:0] Q;
    reg [n-1:0] Q;
    always @(posedge Clock)
        if (!Resetn)
            Q <= 0;
        else if (Rin)
            Q <= R;
endmodule
File: ./run.sh
#!/bin/bash
# OpenROAD 26Q1-2900-gdf79404cd8, Yosys 0.63+post, stock flow scripts
make -C /OpenROAD-flow-scripts/flow DESIGN_CONFIG=/design/flow/config.mk WORK_HOME=/design/flow/orfs finish
File: ./config.mk
export PLATFORM = sky130hd
export DESIGN_NAME = proc
export DESIGN_NICKNAME = proc
export VERILOG_FILES = /design/flow/design.v
export SDC_FILE = /design/flow/constraint.sdc
export NUM_CORES = 4
export LEC_CHECK = 1
export CORE_AREA = 10 10 70 70
export DIE_AREA = 0 0 80 80
File: ./constraint.sdc
current_design proc

set clk_period 1.3
set clk_io_pct 0.2

create_clock -name clk0 -period $clk_period [get_ports {Clock}]

set non_clock_inputs [all_inputs -no_clocks]
set_input_delay [expr $clk_period * $clk_io_pct] -clock clk0 $non_clock_inputs
set_output_delay [expr $clk_period * $clk_io_pct] -clock clk0 [all_outputs]
==> job_summary.md <==
### Metrics collected by this job

| Metric | Value |
|---|---|
| Status | `complete, no violations` |
| Largest area contributor in the netlist | `dfxtp_1` |
| Avg Inst Size Synth | `approximately 9.1 um^2` |
| Worst-Skew Late Latency | `between 200 and 250 ps` |
| Crit path arrival time | `1450 ps` |
| LEAKAGE | `around 0.16 nW` |
| Max-cap check violation count | `0` |
| Clk network pwr share | `between 40% and 50%` |
| Crit-path max cell delay | `between 300 and 400 ps` |
| Area Growth Syn to Fin | `71.8%` |
| Final period utilization | `between 90% and 100%` |
| Post-synthesis cell count | `25` |
| Clock transition at the registers of the reported paths | `approximately 40 ps` |
| Setup ws final | `about 20 ps` |
| Remaining antenna violation count | `0` |
| Worst path top cell family by delay | `latches` |
| Yosys warnings | `3` |
| Inst Count DP | `about 80` |
| Critical Path RT | `between 1000 and 1500 ps` |
| DRT Pass-1 Iters | `2` |
| P_int | `between 200 and 300 uW` |
| Gr usage total | `about 1.5%` |
| Cts bufs inserted | `3` |
| Setup Viol. Count Final | `0` |
| I/O pin count | `20` |
| DP Worst Slack | `-159 ps` |
| # port buffers | `5` |
| Initial antenna violation count | `0` |
| Ratio of cells with drive above 1 in the final layout | `approximately 32%` |
| Flop pwr share | `around two fifths` |
| Yosys stat cell total | `25` |
| Sw frac | `19.7%` |
| Detailed-route DRC error count | `0` |
| Register pins left without a clock | `2` |
| WP buf/inv | `1` |
| Wire per inst | `6.33 um` |
| # hold bufs at CTS | `0` |
| Most common logic cells in the final layout | `clkdlybuf4s50_1, nor2_1, o21ai_1, clkbuf_4` |
| Largest fanout on the critical path | `6` |
| Final Hold Viols | `0` |
| Unrepaired setup endpoints after global routing | `true` |
| Die Ht | `around 80 um` |
| Comb pwr share | `around 14%` |
| Vias per inst | `approximately 2.4` |
| Max Clock Skew | `between 0.1 and 0.15 ps` |
| Floorplan row count | `21` |
| Worst vdd ir | `roughly 0.12 mV` |
| Endpoints left unconstrained | `2` |
| TritonCTS clock tree | `done` |
| Min Clock Period, post-route | `1280 ps` |
| Post-CTS setup buffer count | `0` |
| Type of the tightest min-delay check | `input pin to flip-flop` |
| Post-synth area from yosys stat | `between 200 and 250 um^2` |
| Post-synth regs | `6` |
| Clock buffer depth | `2` |
| CP Cell Sequence | `buf_6 > or2b_1 > o21ai_1 > dlxtn_1 > and2_1` |
| NetSw | `65.3 uW` |
| Placed inst area | `357 um^2` |
| Worst path slowest cell | `dlxtn_1` |
| Fin. max-slew vios | `0` |
| Fillers | `397` |
| Placer's final routability congestion estimate | `around 0.75` |
| N_diodes | `0` |
| Largest net degree at the start of global routing | `7` |
| Tool Warnings | `around 40` |
| Die Wd | `approximately 80 um` |
| Flop area | `113 um^2` |
| Root Buffer | `clkbuf_4` |
| Htree depth | `1` |
| Chip area | `around 6400 um^2` |
| Vias in the first global route | `198` |
| Dpl hpwl | `425 um` |
| Mapped Area | `between 200 and 250 um^2` |
| Commonest Layout Cell | `clkdlybuf4s50_1` |
| Core area | `3420 um^2` |
| Synth cell types | `13` |
| Global route overflow | `0` |
| Power Density | `roughly 850 nW/um^2` |
| Multi-input gate area | `114 um^2` |
| Startpoint types | `flip-flop` |
| Vias after detailed routing | `roughly 200` |
| Fmax | `781 MHz` |
| First-pass GRT wire length | `roughly 750 um` |
| 1st-iter DRT viols | `1` |
| Top-area cell share | `35.4%` |
| Critical path class | `flip-flop to flip-flop` |
| DRT Wirelength | `525 um` |
| Critical path endpoint category | `flip-flop` |
| Design area | `a little under 400 um^2` |
| Pre-Place Util | `6.63%` |
| Ranking of synthesized cells by area | `dfxtp_1, dlxtn_1, o21ai_1` |
| Fin cells | `roughly 83` |
[final timing paths]
path / start / end / slack, ps / cells after the start
worst max-delay path: Tstep_Q[1] / Tstep_Q[1] / 20 / 5
worst min register to register: Tstep_Q[0] / reg_IR.Q[14] / 610 / 3
worst min-delay path: DIN[15] / reg_IR.Q[15] / 590 / 3
worst max register to register: Tstep_Q[1] / Tstep_Q[1] / 20 / 5
[area by class of cell]
type,count,share of cell area (%)
clock buffer,3,5.79
timing repair buffer,9,21.2
multi-input combinational,19,29.3
sequential,6,28.9
tap,46,14.8
[power by group through the flow]
stage,Clock [mW],Combinational [mW],Sequential (mW)
after global routing,0.163,0.0494,0.139
final,0.148,0.0450,0.138
after CTS,0.156,0.0446,0.138
[cells by family after synthesis]
family | Yosys count | synth area share, %
XOR/XNOR | 1 | 3.87
latches | 2 | 13.3
AND-OR/OR-AND | 5 | 13.3
buffers and inverters | 1 | 4.97
AND/OR/NAND/NOR | 11 | 27.6
flip-flops | 4 | 35.4
other | 1 | 1.66
[worst min-delay path: cells and delay by family]
kind                   cells  cell delay, ps
buffers and inverters      1             400
AOI/OAI and AO/OA          1              50
and+or+nand+nor            1              60
[through the flow]
stage	utilization, %	power [mW]	setup TNS [ps]	hold WS (ps)
after floorplan	-	0.156	0	382
after global placement	10.4	0.183	-189	580
after detailed placement	10.4	0.184	-204	606
after CTS	11.1	0.338	0	586
after global routing	11.4	0.351	-21.7	598
final	11.4	0.331	0	589
[repair_timing]
item                                   4_1_cts  5_1_grt
resized                                      4        4
pin swaps                                    1        2
setup endpoints to repair                    1        2
endpoints found under the hold margin        0        0
[per-layer routing]
| layer | share of wire (%) | routed length (um) | track usage (%) |
|---|---|---|---|
| met5 | 0 | 0 | 0 |
| met4 | 7.8 | 41 | 1.76 |
| met3 | 0.38 | 2 | 0 |
| met2 | 61 | 322 | 3.13 |
| met1 | 30 | 158 | 0.937 |
[cells in the mapped netlist]
library cell  n
buf_6         1
nor2_1        3
o211ai_1      2
conb_1        1
nand2_1       2
or2_4         1
o21ai_1       3
dfxtp_1       4
and2_1        2
dlxtn_1       2
nor3b_1       1
or2b_1        2
xor2_1        1
[registers in the layout, indices dropped and copies added, names as in the netlist]
name and cells:
Tstep_Q 2, Tstep_D 2, reg_IR.Q 2
Power and IR drop assume default switching activity.
